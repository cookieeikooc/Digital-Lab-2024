==> flow/design.v <==
`timescale 1ns / 1ps
module sound_pad(
    input clk,
    input [0:2] pad,
    output [0:3] pad_pos_out,
    output audio_out
    );
    reg [6:0] div_r;
    reg [18:0] div_1;
    reg [18:0] div_2;
    reg [18:0] div_3;
    reg [18:0] div_4;
    reg [17:0] div_5;
    reg [17:0] div_6;
    reg [17:0] div_7;
    reg [17:0] div_8;
    reg [17:0] div_9;
    reg [17:0] div_10;
    reg [17:0] div_11;
    reg [16:0] div_12;
    initial begin
        div_r = 7'd0;
    end
    reg clk_r;  
    always @(posedge clk) begin
        if (div_r < 7'd100) begin  
            div_r <= div_r + 1;
        end
        else begin
            div_r <= 7'd0;
        end
        clk_r <= div_r[6];
    end
    reg clk_1;  
    always @(posedge clk) begin
        if (div_1 < 19'd381_679) begin  
            div_1 <= div_1 + 1;
        end
        else begin
            div_1 <= 19'd0;
        end
        clk_1 <= div_1[18];
    end
    reg clk_2;  
    always @(posedge clk) begin
        if (div_2 < 19'd340_136) begin  
            div_2 <= div_2 + 1;
        end
        else begin
            div_2 <= 19'd0;
        end
        clk_2 <= div_2[18];
    end
    reg clk_3;  
    always @(posedge clk) begin
        if (div_3 < 19'd303_030) begin  
            div_3 <= div_3 + 1;
        end
        else begin
            div_3 <= 19'd0;
        end
        clk_3 <= div_3[18];
    end
    reg clk_4;  
    always @(posedge clk) begin
        if (div_4 < 19'd286_533) begin  
            div_4 <= div_4 + 1;
        end
        else begin
            div_4 <= 19'd0;
        end
        clk_4 <= div_4[18];
    end
    reg clk_5;  
    always @(posedge clk) begin
        if (div_5 < 18'd255_102) begin  
            div_5 <= div_5 + 1;
        end
        else begin
            div_5 <= 18'd0;
        end
        clk_5 <= div_5[17];
    end
    reg clk_6;  
    always @(posedge clk) begin
        if (div_6 < 18'd227_273) begin  
            div_6 <= div_6 + 1;
        end
        else begin
            div_6 <= 18'd0;
        end
        clk_6 <= div_6[17];
    end
    reg clk_7;  
    always @(posedge clk) begin
        if (div_7 < 18'd202_429) begin  
            div_7 <= div_7 + 1;
        end
        else begin
            div_7 <= 18'd0;
        end
        clk_7 <= div_7[17];
    end
    reg clk_8;  
    always @(posedge clk) begin
        if (div_8 < 18'd191_204) begin  
            div_8 <= div_8 + 1;
        end
        else begin
            div_8 <= 18'd0;
        end
        clk_8 <= div_8[17];
    end
    reg clk_9;  
    always @(posedge clk) begin
        if (div_9 < 18'd170_358) begin  
            div_9 <= div_9 + 1;
        end
        else begin
            div_9 <= 18'd0;
        end
        clk_9 <= div_9[17];
    end
    reg clk_10;  
    always @(posedge clk) begin
        if (div_10 < 18'd151_745) begin  
            div_10 <= div_10 + 1;
        end
        else begin
            div_10 <= 18'd0;
        end
        clk_10 <= div_10[17];
    end
    reg clk_11;  
    always @(posedge clk) begin
        if (div_11 < 18'd143_266) begin  
            div_11 <= div_11 + 1;
        end
        else begin
            div_11 <= 18'd0;
        end
        clk_11 <= div_11[17];
    end
    reg clk_12;  
    always @(posedge clk) begin
        if (div_12 < 17'd127_551) begin  
            div_12 <= div_12 + 1;
        end
        else begin
            div_12 <= 17'd0;
        end
        clk_12 <= div_12[16];
    end
    reg [1:0] signal = 2'b00;
    always @(posedge clk_r) begin
        if(signal == 2'b11) begin
            signal = 2'b00;
        end
        else begin
            signal <= signal + 1;
        end
    end
    reg [0:3] pad_pos = 4'b0000;
    always @(*) begin
        case(signal)
            2'b00: pad_pos = 4'b1000;
            2'b01: pad_pos = 4'b0100;
            2'b10: pad_pos = 4'b0010;
            2'b11: pad_pos = 4'b0001;
            default: pad_pos = 4'b0000;
        endcase
    end
    reg audio_signal = 1'b0;
    always @(*) begin
        case(pad_pos)
            4'b1000: begin
                if(pad[0] == 1'b1) begin  
                    audio_signal = clk_1;
                end
                else if(pad[1] == 1'b1) begin
                    audio_signal = clk_2;
                end
                else if(pad[2] == 1'b1) begin
                    audio_signal = clk_3;
                end
                else begin
                audio_signal = 1'b0;
                end
            end
            4'b0100: begin
                if(pad[0] == 1'b1) begin  
                    audio_signal = clk_4;
                end
                else if(pad[1] == 1'b1) begin
                    audio_signal = clk_5;
                end
                else if(pad[2] == 1'b1) begin
                    audio_signal = clk_6;
                end
                else begin
                    audio_signal = 1'b0;
                end
            end
            4'b0010: begin
                if(pad[0] == 1'b1) begin  
                    audio_signal = clk_7;
                end
                else if(pad[1] == 1'b1) begin
                    audio_signal = clk_8;
                end
                else if(pad[2] == 1'b1) begin
                    audio_signal = clk_9;
                end
                else begin
                    audio_signal = 1'b0;
                end
            end
            4'b0001: begin
                if(pad[0] == 1'b1) begin  
                    audio_signal = clk_10;
                end
                else if(pad[1] == 1'b1) begin
                    audio_signal = clk_11;
                end
                else if(pad[2] == 1'b1) begin
                    audio_signal = clk_12;
                end
                else begin
                    audio_signal = 1'b0;
                end
            end
            default: begin
                audio_signal = 1'b0;
            end
        endcase
    end
    assign pad_pos_out = pad_pos;
    assign audio_out = audio_signal;
endmodule
==> flow/run.sh <==
#!/bin/bash
# OpenROAD 26Q1-2900-gdf79404cd8, Yosys 0.63+post, stock flow scripts
make -C /OpenROAD-flow-scripts/flow DESIGN_CONFIG=/design/flow/config.mk WORK_HOME=/design/flow/orfs finish
==> flow/config.mk <==
export PLATFORM = sky130hd
export DESIGN_NAME = sound_pad
export DESIGN_NICKNAME = sound_pad
export VERILOG_FILES = /design/flow/design.v
export SDC_FILE = /design/flow/constraint.sdc
export NUM_CORES = 4
export LEC_CHECK = 1
export CORE_UTILIZATION = 30
==> flow/constraint.sdc <==
current_design sound_pad

set clk_period 2.6
set clk_io_pct 0.2

create_clock -name clk0 -period $clk_period [get_ports {clk}]

set non_clock_inputs [all_inputs -no_clocks]
set_input_delay [expr $clk_period * $clk_io_pct] -clock clk0 $non_clock_inputs
set_output_delay [expr $clk_period * $clk_io_pct] -clock clk0 [all_outputs]
==> reports/results.txt <==
DRC Markers = 0
grt ovf = 0
layout cell share with drive strength beyond 1 = 6.76%
CP max-delay cell = clkdlybuf4s50_1
H-tree levels = 1
final hold vios = 0
post-synth top area cell = dfxtp_1
total negative setup slack = 0 ps
Pwr Density = 579 mW/mm2
Die W = 192 um
Post-synth EDFFs = 0
FF-to-FF End = div_5[16]
Final Cycle Share = 92.7%
r2r setup slk = 630 ps
GRT Total Usage = 10.6%
CORE AREA = 0.0356 mm2
endpoints left unconstrained = 6
Area growth, synth to finish = 13.3%
Syn. warnings = 1
crit-path max cell delay = 500 ps
Worst Clk Skew = 9.18 ps
max-slew violations = 0
Critical Path Start = pad[0]
outcome = complete, no violations
cts hold-fix bufs = 0
Commonest flop = dfxtp_1
Synth Register Bits = 241
Synth Instances = 1226
Arr. time, crit path = 1890 ps
cell count in the Yosys report = 1226
Setup Buffers After CTS = 0
Unique masters post-synth = 70
YS chip area = 0.0109 mm2
DRT iter0 DRCs = 414
crit start category = input pin
ys async rst share = 0%
tool warnings = 32
post-route ant nets = 0
drt pass-1 iters = 5
final core utilization = 34.6%
Rows = 69
Synth top cell by count = dfxtp_1
crit path kind = in -> out
largest net degree at the start of global routing = 20
die y size = 192 um
CTS tree = built
DR WL/cell = 11.2 um
first-pass GRT wire length = 33400 um
clk slew on worst S/H paths = 60 ps
vias per cell = 4.87
placer congestion estimate = 0.819
headroom to the max-slew limit = 47.1%
diode count = 0
Synth Seq Share = 44.4%
# fillers = 3512
register pins left without a clock = 2
leakage dissipation = 4.54 nW
I/O pin count = 9
critical path endpoint = audio_out
worst slew pin tran = 794 ps
HPWL after DPL = 12800 um
clock latency (worst-skew pair) = 520 ps
Fmax = 415 MHz
top cells, area = dfxtp_1, xnor2_1, xor2_1
vias in the first global route = 7390
RSZ-0062 raised after global routing = false
Die Area = 0.0370 mm2
post-route total power = 7.13 mW
CP cell instances = clkdlybuf4s50_1 -> a21bo_4 -> o21ai_0 -> o211a_1 -> a21oi_2 -> dlygate4sd2_1
Final Critical Period = 2410 ps
CTS max path bufs = 3
# setup viols final = 0
via count = 8371
Avg Inst Size Synth = 8.86 um2
CP Capture Type = output port
CTS root buffer = clkbuf_16
Synth top area share = 44.4%
PortBufs = 8
Peak VDD IR = 528 uV
worst min path class = reg -> reg
Num CTS Buffers = 26
worst-path maximum fanout = 4
Register-to-Register Path Depth = 5
initial antenna violation count = 0
final wirelength = 19300 um
Reg-to-Reg Start = div_5[1]
Mapped Area = 0.0109 mm2
Critical Path RT = 2080 ps
max_cap viols = 0
Commonest cells post-synth = dfxtp_1, nor2_1, nand3_1, a21oi_1, xnor2_1
Starting Density = 30.5%
## metal layers
| metal | vias up | track usage, % | wire (um) |
|---|---|---|---|
| met3 | 34 | 1.34 | 521 |
| met5 | - | 0 | 0 |
| li1 | 4460 | - | - |
| met1 | 3797 | 16.3 | 10200 |
| met2 | 80 | 16.2 | 8120 |
| met4 | 0 | 2.33 | 456 |
## metrics by stage
step	setup slack, ps	cell area (um2)	instances	hold slack (ps)
3_5_place_dp	-104	11500	1675	368
4_1_cts	154	12300	1719	377
5_1_grt	65.1	12300	1719	380
6_report	189	12300	1719	369
2_1_floorplan	732	10900	1226	331
3_3_place_gp	-145	11500	1675	363
## worst max-delay path: cells and delay by family
family | cells | cell delay (ps)
AND-OR/OR-AND | 4 | 610
buffers and inverters | 2 | 750
## report_power, final
part / switching (mW) / internal [mW] / total, mW / leakage, nW
logic: 0.00438 / 0.00642 / 0.0108 / 2.20
registers: 0 / 3.66 / 3.66 / 1.94
clock network: 1.39 / 2.06 / 3.45 / 0.403
## state kept, by name (all words and copies together), names as in the netlist, 7 cells and up
register  cells
div_1        19
div_10       18
div_11       18
div_12       17
div_2        19
div_3        19
div_4        19
div_5        18
div_6        18
div_7        18
div_8        18
div_9        18
div_r         7
## cell type report
cell class	instances	area, um2	area share (%)
clock buffer	36	739	6.01
clock inverter	8	65.1	0.529
inverter	40	150	1.22
multi-input combinational	906	5730	46.6
sequential	241	4820	39.2
tap	461	577	4.69
timing repair buffer	27	220	1.79
## what timing repair did
item	4_1_cts	5_1_grt
endpoints found under the hold margin	0	0
setup endpoints to repair	1	0
resized	4	0
## cells in the final DEF, fill, tap and decap left out, types with 3 or more instances in the layout
master           synthesis  routed
a22oi_1                 10      10
clkdlybuf4s50_1          0       6
clkbuf_8                 0       3
o31ai_1                 15      15
nor2_1                 125     125
and4_1                  15      15
xor2_1                  68      68
nand3_2                  3       3
and2_1                   7       7
clkbuf_16                0      27
o21a_1                   3       3
or2_2                    3       3
nand4_1                 55      55
or3_1                   26      26
ha_1                    21      21
a21oi_1                 78      77
o31a_1                   3       3
nor2b_1                  8       8
inv_1                   40      40
a31o_2                   5       5
o21ai_0                 32      32
nand3_1                 83      83
clkinv_2                 0       7
o41ai_1                  6       6
and3_1                  23      23
nand2_1                 75      75
a21boi_0                 3       3
a31oi_1                  5       5
xnor2_1                 77      77
nor3_1                  53      53
clkbuf_1                26       6
dfxtp_1                241     241
nor4_1                  30      30
buf_4                    1      19
a211oi_1                10      10
or4_1                   18      18
## kinds of logic (layout without fill, tap and decap cells)
group | count (synthesis) | in the layout | synth area share, %
simple gates | 540 | 540 | 26.0
xor+xnor | 145 | 145 | 11.7
compound gates | 200 | 200 | 12.5
fa+ha+maj | 21 | 21 | 2.42
buf+inv | 79 | 111 | 2.89
flops | 241 | 241 | 44.4
## worst min path at each step
| stage | start | endpoint | slack, ps | cells past startpoint |
|---|---|---|---|---|
| final | div_4[18] | clk_4 | 370 | 0 |
| after global routing | div_4[18] | clk_4 | 380 | 0 |
| after CTS | div_4[18] | clk_4 | 380 | 0 |
Power is estimated from default activity; no workload was simulated.
