===== flow/design.v =====
`timescale 1ns / 1ps
module pad_adder(
    input clk,
    input [0:2] pad,
    input switch,
    input result,
    input reset,
    output [0:3] pad_pos_out,
    output [7:0] dig,
    output [7:0] ssd
    );
    reg [17:0] div;
    initial begin
        div = 18'd0;
    end
    reg clk_r;  
    always @(posedge clk) begin
        if (div < 18'd208_333) begin  
            div <= div + 1;
        end
        else begin
            div <= 18'd0;
        end
        clk_r <= div[17];
    end
    reg [1:0] signal = 2'b00;
    always @(posedge clk_r) begin
        if(signal < 2'b11) begin
            signal <= signal + 1;
        end
        else begin
            signal = 2'b00;
        end
    end
    reg [0:3] pad_pos = 4'b1000;
    always @(*) begin
        case(signal)
            2'b00: pad_pos = 4'b1000;
            2'b01: pad_pos = 4'b0100;
            2'b10: pad_pos = 4'b0010;
            2'b11: pad_pos = 4'b0001;
            default: pad_pos = 4'b1000;
        endcase
    end
    reg [3:0] pad_current = 4'd12;
    reg [4:0] num = 4'd0;
    reg [3:0] bcd_a = 4'b0000;
    reg [3:0] bcd_b = 4'b0000;
    reg [3:0] bcd_m = 4'd10;  
    reg [3:0] bcd_l = 4'd10;
    always @(negedge clk_r) begin
        if(reset == 1'b1) begin  
            bcd_a = 4'd0;
            bcd_b = 4'd0;
            num = 4'd0;
            bcd_m = 4'd0;
            bcd_l = 4'd0;
            pad_current = 4'd0;
        end
        else if(result == 1'b1) begin  
            num = bcd_a + bcd_b;
            if(num > 5'd9) begin
                bcd_m = 4'd1;
                bcd_l = num - 10;
            end
            else begin
                bcd_m = 4'd10;
                bcd_l = num;
            end
        end
        else if(pad_current < 4'd10) begin  
            if(switch == 1'b0) begin
                bcd_a = pad_current;
                bcd_m = 4'd10;
                bcd_l = bcd_a;
                pad_current = 4'd12;
            end
            else begin
                bcd_b = pad_current;
                bcd_m = 4'd10;
                bcd_l = bcd_b;
                pad_current = 4'd12;
            end
        end
        else if(pad_current > 4'd9) begin  
            case(pad_pos)
                4'b1000: begin
                    if(pad[0] == 1'b1 && pad_pos == 4'b1000) begin  
                        pad_current = 4'd1;
                    end
                    else if(pad[1] == 1'b1 && pad_pos == 4'b1000) begin
                        pad_current = 4'd2;
                    end
                    else if(pad[2] == 1'b1 && pad_pos == 4'b1000) begin
                        pad_current = 4'd3;
                    end
                    else begin
                        pad_current <= pad_current;
                        if(switch == 1'b0) begin
                            bcd_m = 4'd10;
                            bcd_l = bcd_a;
                        end
                        else begin
                            bcd_m = 4'd10;
                            bcd_l = bcd_b;
                        end
                    end
                end
                4'b0100: begin
                    if(pad[0] == 1'b1 && pad_pos == 4'b0100) begin  
                        pad_current = 4'd4;
                    end
                    else if(pad[1] == 1'b1 && pad_pos == 4'b0100) begin
                        pad_current = 4'd5;
                    end
                    else if(pad[2] == 1'b1 && pad_pos == 4'b0100) begin
                        pad_current = 4'd6;
                    end
                    else begin
                        pad_current <= pad_current;
                        if(switch == 1'b0) begin
                            bcd_m = 4'd10;
                            bcd_l = bcd_a;
                        end
                        else begin
                            bcd_m = 4'd10;
                            bcd_l = bcd_b;
                        end
                    end
                end
                4'b0010: begin
                    if(pad[0] == 1'b1 && pad_pos == 4'b0010) begin  
                        pad_current = 4'd7;
                    end
                    else if(pad[1] == 1'b1 && pad_pos == 4'b0010) begin
                        pad_current = 4'd8;
                    end
                    else if(pad[2] == 1'b1 && pad_pos == 4'b0010) begin
                        pad_current = 4'd9;
                    end
                    else begin
                        pad_current <= pad_current;
                        if(switch == 1'b0) begin
                            bcd_m = 4'd10;
                            bcd_l = bcd_a;
                        end
                        else begin
                            bcd_m = 4'd10;
                            bcd_l = bcd_b;
                        end
                    end
                end
                4'b0001: begin
                    if(pad[0] == 1'b1 && pad_pos == 4'b0001) begin  
                        pad_current = 4'd10;
                    end
                    else if(pad[1] == 1'b1 && pad_pos == 4'b0001) begin
                        pad_current = 4'd0;
                    end
                    else if(pad[2] == 1'b1 && pad_pos == 4'b0001) begin
                        pad_current = 4'd11;
                    end
                    else begin
                        pad_current <= pad_current;
                        if(switch == 1'b0) begin
                            bcd_m = 4'd10;
                            bcd_l = bcd_a;
                        end
                        else begin
                            bcd_m = 4'd10;
                            bcd_l = bcd_b;
                        end
                    end
                end
                default: begin
                    pad_current <= pad_current;
                    if(switch == 1'b0) begin
                        bcd_m = 4'd10;
                        bcd_l = bcd_a;
                    end
                    else begin
                        bcd_m = 4'd10;
                        bcd_l = bcd_b;
                    end
                end
            endcase
        end
        else begin  
            if(switch == 1'b0) begin
                bcd_m = 4'd10;
                bcd_l = bcd_a;
            end
            else begin
                bcd_m = 4'd10;
                bcd_l = bcd_b;
            end
        end
    end
    reg [7:0] ssd_lut[10:0];
    initial begin
        ssd_lut[0] = 8'b0000001_1;
        ssd_lut[1] = 8'b1001111_1;
        ssd_lut[2] = 8'b0010010_1;
        ssd_lut[3] = 8'b0000110_1;
        ssd_lut[4] = 8'b1001100_1;
        ssd_lut[5] = 8'b0100100_1;
        ssd_lut[6] = 8'b0100000_1;
        ssd_lut[7] = 8'b0001111_1;
        ssd_lut[8] = 8'b0000000_1;
        ssd_lut[9] = 8'b0000100_1;
        ssd_lut[10] = 8'b1111111_1;
    end
    reg [7:0] dig_out = 8'b1111_1111;
    reg [7:0] bcd_display = 8'b0000001_1;
    always @(*) begin
        case(signal)
            2'b00: begin
                dig_out <= 8'b1111_1101;
                bcd_display <= ssd_lut[bcd_m];
            end
            2'b01: begin
                dig_out <= 8'b1111_1110;
                bcd_display <= ssd_lut[bcd_l];
            end
            2'b10: begin
                dig_out <= 8'b1111_1101;
                bcd_display <= ssd_lut[bcd_m];
            end
            2'b11: begin
                dig_out <= 8'b1111_1110;
                bcd_display <= ssd_lut[bcd_l];
            end
            default: begin
                dig_out = 8'b1111_1111;
                bcd_display = ssd_lut[10];
            end
        endcase
    end
    assign pad_pos_out = pad_pos;
    assign dig = dig_out;
    assign ssd = bcd_display;
endmodule

===== flow/run.sh =====
#!/bin/bash
# OpenROAD 26Q1-2900-gdf79404cd8, Yosys 0.63+post, stock flow scripts
make -C /OpenROAD-flow-scripts/flow DESIGN_CONFIG=/design/flow/config.mk WORK_HOME=/design/flow/orfs finish

===== flow/config.mk =====
export PLATFORM = sky130hd
export DESIGN_NAME = pad_adder
export DESIGN_NICKNAME = pad_adder
export VERILOG_FILES = /design/flow/design.v
export SDC_FILE = /design/flow/constraint.sdc
export NUM_CORES = 4
export LEC_CHECK = 1
export CORE_UTILIZATION = 30

===== flow/constraint.sdc =====
current_design pad_adder

set clk_period 3.0
set clk_io_pct 0.2

create_clock -name clk0 -period $clk_period [get_ports {clk}]

set non_clock_inputs [all_inputs -no_clocks]
set_input_delay [expr $clk_period * $clk_io_pct] -clock clk0 $non_clock_inputs
set_output_delay [expr $clk_period * $clk_io_pct] -clock clk0 [all_outputs]

==> flow_summary.toml <==
# physical design summary
[final_timing]
slew_violations = 0
fin_crit_sh_pct = 67.0
rsz0062_at_grt = "false"
period_needed_ps = 2010
fmax_mhz = 497
setup_ws_ps = 989
finalSetupViolCount = 0
tightest_slew_ps = 779
unclocked_pins = 20
fin_tns_setup_ps = 0
finalHoldViolations = 0
untimed_endpoints = 33
slew_headroom_pct = 47.7
whs_ps = 354
fin_skew_ps = 0.834

[grt]
antenna_found_initial = 0
first_global_vias = 1736
gr-usage-all-layers_pct = 10.9
grt_pass1_wl_um = 7730
overflow = 0
grt_max_degree = 19

[critical_path]
cpMaxStageDelayCell = "a211oi_2"
start_kind = "flop"
cp-end-kind = "flop"
cp-startpoint = "div[0]"
crit_fanout = 11
crit_chain = "inv_1, ha_1, nand3b_1, a21oi_1, o2111ai_1, a211oi_2, buf_4, nor2_1"
worstSetupPathType = "reg2reg"
worstPathArrival_ps = 2160
rr_startpoint = "div[0]"
critPathRequiredTime_ps = 3140
max_stage_delay_ps = 440
regToRegSetupSlack_ps = 990

[placement]
placed_cells = 407
post-place-ws_ps = 996
routabilityCongestion = 0.807
dp_hpwl_um = 3450
port_buffers = 19
placed_cell_area_um2 = 2690

[cts]
cts_root_buffer = "clkbuf_8"
htree_levels = 1
cts_buffers = 3
cts.repair.resized = 0
clock_latency_ps = 250
ctsHoldBuffers = 0
cts_tree = "yes"
path_clk_slew_ps = 70
clock_path_buffers = 2
postCtsSetupRepairBufs = 0

[power]
power_mw = 0.460
powerDensity_nw_per_um2 = 168
vdd_ir_drop_max_v = 0.000261
p_leak_nw = 1.07

[logic_synthesis]
synth_warnings = 1
async_flop_share_pct = 0
ys.flops = 39
syn_avg_cell_area_um2 = 8.30
ys_types = 53
ys_chip_area_um2 = 2420
synth_seq_share_pct = 32.2
netlist_instances = 292
flop_cell = "dfxtp_1"
edf_count = 0
netlist_area_um2 = 2420
yosys_cells = 292

[floorplanning]
chip_area_um2 = 8440
pin_count = 27
initial_core_util_pct = 31.2
core_um2 = 7770
num_rows = 32
die_h_um = 91.9
die_x_um = 91.9

[run]
cap_violations = 0
log.warning_count = 38

[detailed_routing]
first_iter_violations = 95
diodes = 0
vias = 1957
vias_per_cell = 4.76
drc_errors = 0
drtPass1Iterations = 4
drt_wl_total_um = 4430
detail_route.wl_per_cell_um = 10.8
ant_nets = 0

[hold_path]
min_path_type = "reg2reg"
min-delay-start = "div[17]"

[finish]
stdcell_area_um2 = 2740
fin_util_pct = 35.2
final_cells = 411
syn_to_final_growth_pct = 13.0
fillCellCount = 827
drive_gt1_share_pct = 4.85

[run_status]
run_status = "finished, final reports clean"
[power breakdown]
| part | leakage [nW] | switching (mW) | internal [mW] |
|---|---|---|---|
| Sequential | 0.316 | 0 | 0.253 |
| Clock | 0.0255 | 0.0779 | 0.0920 |
| Combinational | 0.732 | 0.0216 | 0.0161 |
| Total | 1.07 | 0.0995 | 0.361 |
[per-layer routing]
layer	share of wire (%)	track usage [%]
met1	52	16.7
met2	46	18.1
met3	1.9	0.338
met4	0	0.521
met5	0	0
[layout by cell type, fill, tap and decap left out, drive strengths merged, types with 2 or more instances in the layout]
cell           count
a211oi             6
a21oi             21
a22oi              2
a31o               2
and3               7
clkbuf             3
clkdlybuf4s50     19
conb               7
dfxtp             39
ha                21
inv               17
mux2i              9
nand2             13
nand2b             6
nand3             16
nand3b             2
nand4              2
nor2              47
nor2b              7
nor3               4
nor4               3
o2111ai            3
o21ai              9
o31ai              2
or2                2
or3                2
or4                2
xnor2              8
xor2               8
[registers in the layout (all words and copies together) (netlist names)]
register,count
bcd_a,4
bcd_m,2
div,18
bcd_b,4
clk_r,1
pad_current,4
bcd_l,4
signal,2
[cell usage after synthesis, drive strengths merged (2+ instances only)]
cell | count | area share (%)
nor2 | 47 | 7.5
a31o | 2 | 0.72
or4 | 2 | 0.62
nand2 | 13 | 2.0
nand4 | 2 | 0.52
or2 | 2 | 0.52
a21oi | 21 | 4.3
or3 | 2 | 0.52
nand3b | 2 | 0.62
o21ai | 9 | 2.3
xor2 | 8 | 2.9
xnor2 | 8 | 2.9
nand3 | 16 | 3.3
buf | 9 | 2.7
nor2b | 7 | 1.8
a22oi | 2 | 0.62
nand2b | 6 | 1.5
o2111ai | 3 | 1.1
nor3 | 4 | 0.83
dfxtp | 39 | 32
inv | 17 | 2.6
o31ai | 2 | 0.83
nor4 | 3 | 1.0
mux2i | 9 | 3.7
a211oi | 6 | 2.1
ha | 21 | 11
and3 | 7 | 1.8
clkbuf | 4 | 0.62
[kinds of logic (layout without fill, tap and decap cells)]
family,Yosys count,count (layout),share of synthesized area (%)
xor gates and xnor gates,16,16,5.78
DFF,39,39,32.2
adders and majority gates,22,22,11.7
other,1,7,0.155
AOI/OAI and AO/OA,57,57,16.1
buffers and inverters,30,41,5.94
and+or+nand+nor,118,118,24.4
muxes,9,9,3.72
[cell type report]
cell class                 instances  area (µm²)  share of cell area, %
multi-input combinational        229        1520                   55.6
sequential                        39         781                   28.5
timing repair buffer              20         198                   7.22
tap                              102         128                   4.66
inverter                          17        63.8                   2.33
clock buffer                       3        41.3                   1.51
clock inverter                     1        5.00                  0.183
[critical path, delay by kind of cell, from the launching register on]
| family | cells | cell delay (ps) |
|---|---|---|
| compound gates | 3 | 750 |
| fa+ha+maj | 1 | 190 |
| simple gates | 2 | 200 |
| buf+inv | 2 | 340 |
| flops | 1 | 420 |
[final timing paths]
kind | to | depth (start not counted)
max | div[12] | 8
min | clk_r | 0
max reg2reg | div[12] | 8
min reg2reg | clk_r | 0
Power figures rest on the tool's default switching activity, not on a simulated workload.
