<file path="./config.mk">
export PLATFORM = sky130hd
export DESIGN_NAME = digital_clock
export DESIGN_NICKNAME = digital_clock
export VERILOG_FILES = /design/flow/design.v
export SDC_FILE = /design/flow/constraint.sdc
export NUM_CORES = 4
export LEC_CHECK = 1
export CORE_UTILIZATION = 30
</file>
<file path="./constraint.sdc">
current_design digital_clock

set clk_period 6.4
set clk_io_pct 0.2

create_clock -name clk0 -period $clk_period [get_ports {clk}]

set non_clock_inputs [all_inputs -no_clocks]
set_input_delay [expr $clk_period * $clk_io_pct] -clock clk0 $non_clock_inputs
set_output_delay [expr $clk_period * $clk_io_pct] -clock clk0 [all_outputs]
</file>
<file path="./design.v">
`timescale 1ns / 1ps
module digital_clock(
    input clk,  
    input direction,
    input shift_enable,
    input min_test_enable,
    input hr_test_enable,
    output [7:0] dig,
    output [7:0] ssd
    );
    reg [25:0] div_s;
    reg [17:0] div_r;
    reg [26:0] div_sec;
    reg [20:0] div_min_test;
    reg [14:0] div_hr_test;
    initial begin
        div_s = 26'd0;
        div_r = 17'd0;
        div_sec = 27'd0;
    end
    reg clk_s;  
    reg clk_r;  
    reg clk_sec;  
    always @(posedge clk) begin
        if (div_s < 26'd50_000_000) begin  
            div_s <= div_s + 1;
        end
        else begin
            div_s <= 26'd0;
        end
        clk_s <= div_s[25];
        if (div_r < 18'd208_333) begin  
            div_r <= div_r + 1;
        end
        else begin
            div_r <= 18'd0;
        end
        clk_r <= div_r[17];
        if (min_test_enable == 1'b1) begin
            if (div_sec < 27'd1_666_666) begin  
                div_sec <= div_sec + 1;
            end
            else begin
                div_sec <= 27'd0;
            end
            clk_sec <= div_sec[20];
        end
        else if (hr_test_enable == 1'b1) begin
            if (div_sec < 27'd27_778) begin  
                div_sec <= div_sec + 1;
            end
            else begin
                div_sec <= 27'd0;
            end
            clk_sec <= div_sec[14];
        end
        else begin
            if (div_sec < 27'd100_000_000) begin  
                div_sec <= div_sec + 1;
            end
            else begin
                div_sec <= 27'd0;
            end
            clk_sec <= div_sec[26];
        end  
    end
    reg [3:0] current_time[0:19];
    initial begin
        current_time[0] = 4'd2;   
        current_time[1] = 4'd0;
        current_time[2] = 4'd2;
        current_time[3] = 4'd4;
        current_time[4] = 4'd10;  
        current_time[5] = 4'd0;   
        current_time[6] = 4'd4;
        current_time[7] = 4'd10;  
        current_time[8] = 4'd2;   
        current_time[9] = 4'd5;
        current_time[10] = 4'd10;  
        current_time[11] = 4'd0;   
        current_time[12] = 4'd0;
        current_time[13] = 4'd10;  
        current_time[14] = 4'd0;   
        current_time[15] = 4'd0;
        current_time[16] = 4'd10;  
        current_time[17] = 4'd0;   
        current_time[18] = 4'd0;
        current_time[19] = 4'd11;  
    end
    always @(posedge clk_sec) begin
        if (current_time[17] == 4'd5 && current_time[18] == 4'd9) begin
            current_time[17] <= 4'd0;
            current_time[18] <= 4'd0;
            if (current_time[14] == 4'd5 && current_time[15] == 4'd9) begin
                current_time[14] <= 4'd0;
                current_time[15] <= 4'd0;
                if (current_time[11] == 4'd2 && current_time[12] == 4'd3) begin
                    current_time[11] <= 4'd0;
                    current_time[12] <= 4'd0;
                    if (current_time[8] == 4'd3 && current_time[9] == 4'd0) begin
                        current_time[8] <= 4'd0;
                        current_time[9] <= 4'd0;
                        current_time[6] <= current_time[6] + 1;
                    end
                    else if (current_time[8] != 4'd3 && current_time[9] == 4'd9) begin
                        current_time[8] <= current_time[8] + 1;
                        current_time[9] <= 4'd0;
                    end
                    else begin
                        current_time[9] <= current_time[9] + 1;
                    end
                end
                else if (current_time[11] != 4'd2 && current_time[12] == 4'd9) begin
                    current_time[11] <= current_time[11] + 1;
                    current_time[12] <= 4'd0;
                end
                else begin
                    current_time[12] <= current_time[12] + 1;
                end
            end
            else if (current_time[14] != 4'd5 && current_time[15] == 4'd9) begin
                current_time[14] <= current_time[14] + 1;
                current_time[15] <= 4'd0;
            end
            else begin
                current_time[15] <= current_time[15] + 1;
            end
        end
        else if (current_time[17] != 4'd5 && current_time[18] == 4'd9) begin
                current_time[17] <= current_time[17] + 1;
                current_time[18] <= 4'd0;
        end
        else begin
            current_time[18] <= current_time[18] + 1;
        end
    end    
    reg [4:0] address[0:19];
    initial begin
        address[0] = 5'd0;
        address[1] = 5'd1;
        address[2] = 5'd2;
        address[3] = 5'd3;
        address[4] = 5'd4;
        address[5] = 5'd5;
        address[6] = 5'd6;
        address[7] = 5'd7;
        address[8] = 5'd8;
        address[9] = 5'd9;
        address[10] = 5'd10;
        address[11] = 5'd11;
        address[12] = 5'd12;
        address[13] = 5'd13;
        address[14] = 5'd14;
        address[15] = 5'd15;
        address[16] = 5'd16;
        address[17] = 5'd17;
        address[18] = 5'd18;
        address[19] = 5'd19;
    end
    always @(posedge clk_s) begin
        if(direction == 1'b0 && shift_enable == 1'b1) begin
            address[0] <= address[19];
            address[1] <= address[0];
            address[2] <= address[1];
            address[3] <= address[2];
            address[4] <= address[3];
            address[5] <= address[4];
            address[6] <= address[5];
            address[7] <= address[6];
            address[8] <= address[7];
            address[9] <= address[8];
            address[10] <= address[9];
            address[11] <= address[10];
            address[12] <= address[11];
            address[13] <= address[12];
            address[14] <= address[13];
            address[15] <= address[14];
            address[16] <= address[15];
            address[17] <= address[16];
            address[18] <= address[17];
            address[19] <= address[18];
        end
        else if (direction == 1'b1 && shift_enable == 1'b1) begin
            address[0] <= address[1];
            address[1] <= address[2];
            address[2] <= address[3];
            address[3] <= address[4];
            address[4] <= address[5];
            address[5] <= address[6];
            address[6] <= address[7];
            address[7] <= address[8];
            address[8] <= address[9];
            address[9] <= address[10];
            address[10] <= address[11];
            address[11] <= address[12];
            address[12] <= address[13];
            address[13] <= address[14];
            address[14] <= address[15];
            address[15] <= address[16];
            address[16] <= address[17];
            address[17] <= address[18];
            address[18] <= address[19];
            address[19] <= address[0];
        end
        else begin
            address[0] <= address[0];
            address[1] <= address[1];
            address[2] <= address[2];
            address[3] <= address[3];
            address[4] <= address[4];
            address[5] <= address[5];
            address[6] <= address[6];
            address[7] <= address[7];
            address[8] <= address[8];
            address[9] <= address[9];
            address[10] <= address[10];
            address[11] <= address[11];
            address[12] <= address[12];
            address[13] <= address[13];
            address[14] <= address[14];
            address[15] <= address[15];
            address[16] <= address[16];
            address[17] <= address[17];
            address[18] <= address[18];
            address[19] <= address[19];
        end
    end
    reg [7:0] ssd_lut[0:11];
    initial begin
        ssd_lut[0] = 8'b0000001_1;
        ssd_lut[1] = 8'b1001111_1;
        ssd_lut[2] = 8'b0010010_1;
        ssd_lut[3] = 8'b0000110_1;
        ssd_lut[4] = 8'b1001100_1;
        ssd_lut[5] = 8'b0100100_1;
        ssd_lut[6] = 8'b0100000_1;
        ssd_lut[7] = 8'b0001111_1;
        ssd_lut[8] = 8'b0000000_1;
        ssd_lut[9] = 8'b0000100_1;
        ssd_lut[10] = 8'b1111110_1;
        ssd_lut[11] = 8'b1111111_1;
    end
    reg [7:0] memory[0:7];
    always @(*) begin
        memory[0] = ssd_lut[current_time[address[0]]];
        memory[1] = ssd_lut[current_time[address[1]]];
        memory[2] = ssd_lut[current_time[address[2]]];
        memory[3] = ssd_lut[current_time[address[3]]];
        memory[4] = ssd_lut[current_time[address[4]]];
        memory[5] = ssd_lut[current_time[address[5]]];
        memory[6] = ssd_lut[current_time[address[6]]];
        memory[7] = ssd_lut[current_time[address[7]]];
    end
    reg [2:0] position = 3'b000;
    always @(posedge clk_r) begin
        if (position == 3'b111) begin  
            position <= 3'b000;
        end 
        else begin
            position <= position + 1;
        end
    end
    reg [7:0] ssd_current = 8'b1111111_1;
    reg [7:0] dig_r = 8'b1111_1111;
    always @(*) begin
        case(position)
            3'b000: begin
                dig_r = 8'b0111_1111;
                ssd_current = memory[0];
            end
            3'b001: begin
                dig_r = 8'b1011_1111;
                ssd_current = memory[1];
            end
            3'b010: begin
                dig_r = 8'b1101_1111;
                ssd_current = memory[2];
            end
            3'b011: begin
                dig_r = 8'b1110_1111;
                ssd_current = memory[3];
            end
            3'b100: begin
                dig_r = 8'b1111_0111;
                ssd_current = memory[4];
            end
            3'b101: begin
                dig_r = 8'b1111_1011;
                ssd_current = memory[5];
            end
            3'b110: begin
                dig_r = 8'b1111_1101;
                ssd_current = memory[6];
            end
            3'b111: begin
                dig_r = 8'b1111_1110;
                ssd_current = memory[7];
            end
            default: begin
                dig_r = 8'b0111_1111;
                ssd_current = 8'b1111111_1;
            end
        endcase
    end
    assign dig = dig_r;
    assign ssd = ssd_current;
endmodule
</file>
<file path="./run.sh">
#!/bin/bash
# OpenROAD 26Q1-2900-gdf79404cd8, Yosys 0.63+post, stock flow scripts
make -C /OpenROAD-flow-scripts/flow DESIGN_CONFIG=/design/flow/config.mk WORK_HOME=/design/flow/orfs finish
</file>
==> results.txt <==
On the backend side, the flow ran end to end.

The footprint of the flip-flops and latches stands at 5547 sq um. The top-level I/O count stands at 21. Counting tap cells, the placed design contains a total of between 2,000 and 2,500 instances. The count of buffers added by post-CTS timing repair for setup stands at 0. TritonCTS built the clock tree. The die extent in y stands at between 200 and 250 um. Setup repair after global routing left no endpoint under its margin.

Note, the detailed placer reported a final HPWL of roughly 26 mm. Sorting the Yosys area breakdown by cell type puts at the top sky130_fd_sc_hd__edfxtp_1. The worst-case IR drop observed on VDD is around 0.087 mV. The horizontal die dimension reported for this design is ~220 um. The post-route utilization of the core is recorded as about a third. The layout report lists the multi-input gate area as about 8000 sq um. The number of buffers and inverters on the critical path stands at 2. The number of enable flip-flop cells stands at 128. Sequential elements use approximately 39% of the synthesized area. The power report puts the net switching power at approximately 250 uW. Counting every instance in the synthesized netlist gives roughly 1,600. In this run the critical path is formed by clkdlybuf4s50_1 > nor4b_1 > nand2_1 > or4_1 > a21oi_1 > o31ai_2 > buf_4 > nor2_1.

The kind of cell with the highest combined delay along the critical path is simple AND/OR/NAND/NOR gates. The tree is rooted in a sky130_fd_sc_hd__clkbuf_16. The number of global-route vias before repair was roughly 10,000. The number of levels the H-tree was split into stands at 3. Per the synthesis report, the number of distinct cell types is between 80 and 90. The cell area after technology mapping stands at between 10,000 and 15,000 sq um. The count of non-filler cells in the finished layout stands at just over 2,000. According to the floorplan report, the total die area is roughly 48,000 sq um. The net switching share of the total power stands at 23.16%. For this sky-water flow run, the detailed-routed wirelength per cell is reported as roughly 19 um. Across all stage logs, warnings added up to about 43.

Summed over all routing layers, the global router reports a total usage of 16.61%. On the worst setup and hold paths after CTS, the clock-pin slew comes to 60 ps. The top cell type by area accounts for 26.98% of the synthesized area. The clock passes through at most 2 buffers. Fill cells in the final layout number between 4,000 and 5,000. The combinational group share of total power stands at around 8.5%. The worst slew margin relative to its limit stands at 39.24%.

The timer found 139 register pins that no clock reaches; their paths are not timed. In the post-route report, total wirelength is listed as approximately 39 mm. The setup TNS stands at 0 ps. Summed over all layers, the global routing overflow is 0. The total of flip-flops plus latches after synthesis stands at 213. Across the run, the number of max-cap violations was 0. The first-pass iteration count of the detailed router stands at 21. The hold violation total from the final report stands at 0. The global placement routability congestion stands at between 0.9 and 1. Yosys reported that registers with async set or reset make up 0%. The mean instance size in the synthesized netlist stands at slightly above 9 sq um. The leakage power summed over all cells stands at ~0.005 uW.

Of the total power, the clock network draws 45.5%. The iteration-0 DRC count of the detailed router stands at approximately 1,100. Checking hold timing, the worst path is listed with class flop to flop. The final timing report derives a shortest allowable period of 2965 ps. After synthesis, the cell types taking the most area are sky130_fd_sc_hd__edfxtp_1 (27%), sky130_fd_sc_hd__dfxtp_1 (12%), sky130_fd_sc_hd__mux2_2 (7.9%), sky130_fd_sc_hd__nor2_1 (4.3%), sky130_fd_sc_hd__nand2_1 (3.3%). The worst setup path is of the input pin to flop kind. The post-synthesis chip area from yosys stands at between 10,000 and 15,000 sq um. Data on the critical path is required at its endpoint by 6660 ps. The row count stands at 79. The maximum number of pins on one net before global-route repair stands at 86. Yosys reports that the most numerous cell types are sky130_fd_sc_hd__nor2_1 (165), sky130_fd_sc_hd__edfxtp_1 (128), sky130_fd_sc_hd__nand2_1 (125). The synthesis-to-layout area growth stands at 5.209%.

The flow ran to the end, and the final reports show no timing, DRC or antenna violations. 282 endpoints have no timing constraint. Sequential cells account for a little under half of the total power. The placed instance area stands at 14,680 sq um.

The floorplan core area stands at between 40,000 and 50,000 sq um. The detailed-route via count stands at about 12,000. The number of buffers inserted for hold repair after clock tree synthesis stands at 0. After routing the design area is 14,990 sq um. STA classifies the critical path endpoint as a flop. The layout cell share with drive strength beyond 1 stands at between 10% and 20%. The synthesis log from Yosys contains 4 warnings. The actual slew at the worst max-slew pin stands at ~910 ps. The report lists the power per cell area as roughly 73 nW/um^2.

The arrival time of the worst setup path stands at about 3200 ps. The DRC violation count after routing stands at 0. The number of antenna violations at the first check in global routing came to 0. Dividing the final minimum period by the clock period gives 46.33%. Among all stages on the critical path, the largest delay is contributed by sky130_fd_sc_hd__clkdlybuf4s50_1. The wire length of the first global-routing pass stands at ~60 mm. The cell count listed in synth_stat.txt stands at roughly 1,600. STA classifies the critical path startpoint as an input pin. Before placement the cells fill a little over 30% of the core. The peak per-stage delay on the critical path stands at a little over 500 ps.

Timing would allow up to 0.3373 GHz. For reference, the final report shows the max-slew violation count at 0. The via count normalized by instance count stands at between 5 and 6. The largest clock skew in the final design stands at 5.369 ps.

Sorting the synthesis cell report by count puts at the top sky130_fd_sc_hd__nor2_1. CTS added clock buffers totalling 9. The number of gates resized after CTS stands at 0.

In this run the tool buffered the top-level ports with 19 buffer cells. As reported, the later end of the worst-skew pair has a clock insertion delay of 330 ps. The cell-internal power stands at about 840 uW. The report shows a maximum critical-path fanout of 20.

The post-detailed-route count of antenna-violating nets stands at 0. The end-of-flow timing check tallies setup violations at 0. The synthesis report names the predominant flop master as sky130_fd_sc_hd__edfxtp_1.
## per-stage QoR
| stage | hold slack (ps) | setup slack (ps) | total power [uW] |
|---|---|---|---|
| floorplan | 350.9 | 3682 | 590.7 |
| global placement | 358.3 | 3100 | 604.7 |
| detailed placement | 356.1 | 3109 | 609.1 |
| CTS | 366.2 | 3456 | 1114 |
| global route | 371.6 | 3269 | 1146 |
| finish | 365.8 | 3435 | 1099 |
## cell type report
| class | count | share of cell area (%) |
|---|---|---|
| diodes | 1 | 0.01670 |
| clock buffers | 10 | 1.595 |
| clock inverters | 6 | 0.4425 |
| inverters | 44 | 1.102 |
| multi-input cells | 1161 | 53.01 |
| flip-flops and latches | 213 | 37.01 |
| well taps | 607 | 5.068 |
| repair buffers | 29 | 1.753 |
## power groups by stage
| stage | clock network (uW) | registers, uW | logic, uW |
|---|---|---|---|
| 4_1_cts | 514 | 505 | 94.7 |
| 5_1_grt | 535 | 507 | 105 |
| 6_report | 500 | 505 | 93.9 |
## worst paths after layout
check,startpoint,endpoint,slack [ps],cells past startpoint
max,hr_test_enable,div_sec[2]$_DFF_P_,3430,8
min,div_r[17]$_SDFF_PP0_,clk_r$_DFF_P_,370,0
max reg2reg,div_sec[2]$_DFF_P_,div_sec[23]$_DFF_P_,4150,7
min reg2reg,div_r[17]$_SDFF_PP0_,clk_r$_DFF_P_,370,0
## per-layer routing
| layer | GRT usage, % | vias up | routed length (um) |
|---|---|---|---|
| met5 | 0 | - | 0 |
| met4 | 5.218 | 0 | 1564 |
| met3 | 3.890 | 101 | 3533 |
| met2 | 24.55 | 474 | 16870 |
| met1 | 24.49 | 5454 | 17410 |
| li1 | - | 5476 | - |
## kinds of logic after synthesis
group	synth area share [%]
mux	10.51
flops	38.93
other cells	0.02633
fa+ha+maj	2.899
buf+inv	5.384
compound gates	15.07
simple gates	21.96
xor+xnor	5.226
## registers in the layout (all words and copies together) (netlist names)
signal	count
div_r	18
position	3
clk_r	1
clk_s	1
address	100
div_sec	27
clk_sec	1
div_s	26
current_time	36
## placed cells by master, fill, tap and decap left out, types with 21 or more instances in the layout
master / count
sky130_fd_sc_hd__edfxtp_1: 128
sky130_fd_sc_hd__nor3_1: 36
sky130_fd_sc_hd__xnor2_1: 41
sky130_fd_sc_hd__nand4_1: 21
sky130_fd_sc_hd__a21oi_1: 50
sky130_fd_sc_hd__nand2_1: 125
sky130_fd_sc_hd__ha_1: 33
sky130_fd_sc_hd__nand2b_1: 24
sky130_fd_sc_hd__dfxtp_1: 84
sky130_fd_sc_hd__mux2_2: 100
sky130_fd_sc_hd__inv_1: 41
sky130_fd_sc_hd__xor2_1: 44
sky130_fd_sc_hd__mux2i_1: 37
sky130_fd_sc_hd__nand3_1: 52
sky130_fd_sc_hd__nor2b_1: 32
sky130_fd_sc_hd__o21ai_0: 66
sky130_fd_sc_hd__nor2_1: 165
No activity file was given, so power comes from the tool's default toggle rates.
